`flow/run.sh`:
```
#!/bin/bash
# OpenROAD 26Q1-2900-gdf79404cd8, Yosys 0.63+post, stock flow scripts
make -C /OpenROAD-flow-scripts/flow DESIGN_CONFIG=/design/flow/config.mk WORK_HOME=/design/flow/orfs finish
```
`flow/config.mk`:
```
export PLATFORM = sky130hd
export DESIGN_NAME = divider
export DESIGN_NICKNAME = divider
export VERILOG_FILES = /design/flow/design.v
export SDC_FILE = /design/flow/constraint.sdc
export NUM_CORES = 4
export LEC_CHECK = 1
export CORE_UTILIZATION = 40
```
`flow/constraint.sdc`:
```
current_design divider

set clk_period 5.2
set clk_io_pct 0.2

create_clock -name clk0 -period $clk_period [get_ports {clk}]

set non_clock_inputs [all_inputs -no_clocks]
set_input_delay [expr $clk_period * $clk_io_pct] -clock clk0 $non_clock_inputs
set_output_delay [expr $clk_period * $clk_io_pct] -clock clk0 [all_outputs]
```
`flow/design.v`:
```
module controller
(
	input start, reset, clk,
	input divisor_is_zero, divisor_msb, cnt_is_zero, dvsr_less_than_dvnd,
	output done, error,
	output init, left, right, sub
);
reg out_init;
reg out_left;
reg out_right;
reg out_sub;
reg out_error;
reg out_done;
parameter [3-1:0]
	ST_WAIT_FOR_START = 3'd0,
	ST_CHECK_DIVIDE_BY_0 = 3'd1,
	ST_ERROR = 3'd2,
	ST_SHIFT_LEFT = 3'd3,
	ST_SHIFT_RIGHT = 3'd4,
	ST_NO_ERROR = 3'd5;
reg [3-1:0] state, next_state;  
always @(posedge clk) begin
	if(reset)
		state <= ST_WAIT_FOR_START;
	else
		state <= next_state;  
end
always @(*)
begin
	out_init = 1'b0;
	out_left = 1'b0;
	out_right = 1'b0;
	out_sub = 1'b0;
	out_done = 1'b0;
	out_error = 1'b0;
	case(state)
	ST_WAIT_FOR_START:
	begin
		if(start)
		begin
			next_state <= ST_CHECK_DIVIDE_BY_0;
			out_init  <= 1;
		end
		else 
			next_state <= ST_WAIT_FOR_START;
	end
	ST_CHECK_DIVIDE_BY_0:
	begin
		if(divisor_is_zero)
			next_state <= ST_ERROR;
		else
			next_state <= ST_SHIFT_LEFT;
	end
	ST_ERROR:
	begin
		out_done <= 1;
		out_error <= 1;
		next_state <= ST_WAIT_FOR_START;
	end
	ST_SHIFT_LEFT:
	begin
		if(divisor_msb)
			next_state <= ST_SHIFT_RIGHT;
		else
		begin
			next_state <= ST_SHIFT_LEFT;
			out_left <= 1;
		end
	end
	ST_SHIFT_RIGHT:
	begin
		if(cnt_is_zero)
		begin
			next_state <= ST_NO_ERROR;
			out_right <= 0;
		end
		else 
		begin
			if ((dvsr_less_than_dvnd))
				out_sub	<= 1;
			out_right <= 1;
			next_state <= ST_SHIFT_RIGHT;
		end
	end
	ST_NO_ERROR:	
	begin
		out_error <= 0;
		out_done <= 1;
		next_state <= ST_WAIT_FOR_START;
	end
	default:
		next_state = {3{1'bx}};
	endcase
end
	assign init = out_init;
	assign left = out_left;
	assign right = out_right;
	assign sub = out_sub;
	assign error = out_error;
	assign done = out_done;
endmodule
module datapath #(parameter size = 32)
(
	input init, left, right, sub, reset, clk,
	input [size-1:0] divisor,
	input [size-1:0] dividend,
	output [size-1:0] quotient,
	output [size-1:0] remainder,
	output cnt_is_zero, divisor_msb, divisor_is_zero, dvsr_less_than_dvnd
);
reg [$clog2(size):0] cnt;
wire out_divisor_msb;
reg [size-1:0] out_divisor;
reg [size-1:0] out_dividend;
reg [size-1:0] out_quotient;
reg [size-1:0] out_remainder;
assign cnt_is_zero = (cnt==0)?1:0;
assign divisor_is_zero = (out_divisor==0)?1:0;
assign divisor_msb = out_divisor[31];
assign dvsr_less_than_dvnd = (out_divisor<out_dividend)?1:0;
assign quotient = out_quotient;
assign remainder = out_dividend;
always @(posedge clk)  
begin
	if(init)  
		out_divisor <= divisor;
	else if(left)
		out_divisor <= out_divisor << 1;
	else if(right)
		out_divisor <= out_divisor >> 1;
end
always @(posedge clk)  
begin
	if(init)  
		out_dividend <= dividend;
	else if(sub)
		out_dividend <= out_dividend - out_divisor;
end
always @(posedge clk)  
begin
	if(init)
		out_quotient <= 0;
	else if (sub)
		out_quotient <= (out_quotient << 1) + 1;
	else if (right)
		out_quotient <= out_quotient << 1;
end
always @(posedge clk)  
begin
	if(init)
		cnt <= 1;
	else if(left)
		cnt <= cnt + 1;
	else if(right)
		cnt <= cnt - 1;
end
endmodule
module divider #(parameter size=32)
(
	input [size-1:0] dividend, 
	input [size-1:0] divisor,
	input clk, reset, start,
	output [size-1:0] quotient, 
	output [size-1:0] remainder, 
	output error, 
	output done
);
wire divisor_is_zero, divisor_msb, cnt_is_zero, dvsr_less_than_dvnd, init, left, right, sub;
controller Controller (
	.start(start),
	.reset(reset),
	.clk(clk),
	.divisor_is_zero(divisor_is_zero),
	.divisor_msb(divisor_msb),
	.cnt_is_zero(cnt_is_zero),
	.dvsr_less_than_dvnd(dvsr_less_than_dvnd),
	.init(init),
	.left(left),
	.right(right),
	.sub(sub),
	.done(done),
	.error(error)
);
datapath Datapath (
	.reset(reset),
	.clk(clk),
	.divisor_is_zero(divisor_is_zero),
	.divisor_msb(divisor_msb),
	.cnt_is_zero(cnt_is_zero),
	.dvsr_less_than_dvnd(dvsr_less_than_dvnd),
	.init(init),
	.left(left),
	.right(right),
	.sub(sub),
	.divisor(divisor),
	.dividend(dividend),
	.quotient(quotient),
	.remainder(remainder)
);
endmodule
```
==> results.sh <==
# source this file to load flow results
export IMPL_yosys_area_um2=6420
export IMPL_synthAoiAreaFrac_pct=21.6
export IMPL_status="finished clean"
export IMPL_cts_made_buffers=9
export IMPL_start_kind="flip-flop"
export IMPL_grt_antenna_before_repair=0
export IMPL_worstSkewPairLatency_ns=0.36
export IMPL_ys_sh_xor_pct=3.68
export IMPL_flop_area_um2=2800
export IMPL_portBuffers=132
export IMPL_maxSlewViolCount=0
export IMPL_antenna_cells=0
export IMPL_ys_flop_type="edfxtp_1"
export IMPL_netlist_area_um2=6420
export IMPL_finalNonFillerCells=1092
export IMPL_worst_path_max_fanout=19
export IMPL_setup_ws_ns=1.35
export IMPL_max_cap_viol_count=0
export IMPL_ios=133
export IMPL_crit_type="reg -> reg"
export IMPL_floorplan_core_util_pct=41.6
export IMPL_setup_viol=0
export IMPL_postCtsHoldBufs=0
export IMPL_coreArea_um2=15400
export IMPL_overflow=0
export IMPL_rsz0062_at_grt="false"
export IMPL_utilization_pct=53.3
export IMPL_relSlewSlack_pct=53.0
export IMPL_mux_area_share_pct=0
export IMPL_comb_area_um2=3330
export IMPL_edf_count=64
export IMPL_ant_nets=0
export IMPL_syn_inst=764
export IMPL_final_setup_tns_ns=0
export IMPL_wl_per_cell_um=16.1
export IMPL_cp_end_kind="flip-flop"
export IMPL_cts_buffer_depth=2
export IMPL_clk_pin_slew_ns=0.08
export IMPL_clockRootBuffer="clkbuf_16"
export IMPL_period_needed_ns=3.85
export IMPL_finalCritPeriodShare_pct=74.0
export IMPL_worst_pin_slew_ns=0.699
export IMPL_ys_flops=108
export IMPL_drt_iter0_drc=468
export IMPL_syn_area_per_cell_um2=8.40
export IMPL_critPathArrivalTime_ns=3.94
export IMPL_grt_pass1_wl_um=28500
export IMPL_ys_seq_share_pct=43.7
export IMPL_leakage_nw=3.20
export IMPL_layout_drive_gt1_share_pct=4.31
export IMPL_synth_cell_types=55
export IMPL_wirelength_um=17600
export IMPL_fin_worst_skew_ns=0.0112
export IMPL_cts_resized=0
export IMPL_cts_setup_buffers=0
export IMPL_grt_total_usage_pct=23.0
export IMPL_routed_via_density=5.24
export IMPL_ys_sh_adder_pct=7.64
export IMPL_htreeDepth=3
export IMPL_grt_max_degree=65
export IMPL_hold_viol=0
export IMPL_n_fill_cell=1419
export IMPL_dpl_cell_count=1076
export IMPL_die_h_um=129
export IMPL_clock_sinks=108
export IMPL_hpwlAfterDp_um=12800
export IMPL_critical_path_required_ns=5.29
export IMPL_rows=45
export IMPL_grt_pass1_vias=5589
export IMPL_tool_warnings=25
export IMPL_netlist_logic_family_top="AND-OR/OR-AND gates"
export IMPL_cts_tree="yes"
export IMPL_place_ws_ns=1.35
export IMPL_syn2layout_area_growth_pct=28.2
export IMPL_lay_top_cells="nand2_1 (140), clkdlybuf4s50_1 (132), a21oi_1 (116)"
export IMPL_lay_top_count="nand2_1"
export IMPL_max_freq_ghz=0.260
export IMPL_vias=5718
export IMPL_vdd_drop_max_uv=188
export IMPL_drc=0
export IMPL_dieArea_um2=16600
export IMPL_powerDensity_nw_per_um2=362
export IMPL_die_w_um=129
export IMPL_ys_warn_count=2
export IMPL_synth_simple_area_share_pct=18.8
export IMPL_drt_pass1_iterations=5
export IMPL_hold_class="reg -> reg"
export IMPL_synth_stat_cells=764
export IMPL_gp_congestion=0.931
export IMPL_synthArstFlopShare_pct=0
per-stage QoR:
step	hold WS, ns	area [um^2]	power [mW]
after floorplan	0.411	6420	1.92
after global placement	0.426	7930	2.29
after detailed placement	0.446	7930	2.29
after CTS	0.459	8230	3.01
after global routing	0.484	8230	3.19
final	0.455	8230	2.98
flip-flops by register name, summed over array words and instances (netlist names):
name and flops:
Datapath.out_divisor 32, Datapath.out_quotient 32, Controller.state 6, Datapath.cnt 6, Datapath.out_dividend 32
critical path, cell delays in order (launching register included):
cell,delay [ns]
edfxtp_1,0.39
inv_1,0.07
ha_1,0.16
inv_2,0.05
fa_1,0.40
a21o_1,0.20
a311o_1,0.39
a211oi_2,0.35
o31ai_2,0.17
a21o_1,0.19
a31oi_2,0.20
o21ai_1,0.10
nand3_1,0.12
nand2_1,0.39
buf_4,0.42
layout make-up:
cell class              count  share of cell area, %
multi-input cells         577                   40.5
flip-flops and latches    108                   34.1
repair buffers            140                   16.8
well taps                 211                   3.21
clock buffers              10                   2.90
inverters                  40                   1.82
clock inverters             6                  0.760
power breakdown:
group | internal (mW) | total (mW) | switching [mW]
logic | 0.531 | 1.16 | 0.624
registers | 1.05 | 1.13 | 0.0772
clock network | 0.352 | 0.697 | 0.344
cell families (layout without fill, tap and decap cells):
kind of cell             Yosys count  in the layout
adder cells (fa/ha/maj)           38             38
buffers and inverters             79            196
AND/OR/NAND/NOR                  279            279
flip-flops                       108            108
XOR/XNOR                          27             27
AND-OR/OR-AND                    233            233
synth_stat cells, drive strengths merged, types with 3 or more instances:
library cell / count / share of area [%]
xor2: 16 / 2.2
nor2b: 3 / 0.29
nor4: 11 / 1.1
nand3: 11 / 0.86
o22ai: 3 / 0.39
a21o: 30 / 3.5
nor3: 6 / 0.55
a31oi: 4 / 0.49
and2: 3 / 0.29
inv: 40 / 2.3
edfxtp: 64 / 30
dfxtp: 44 / 14
and3: 6 / 0.58
nand2: 140 / 8.2
xnor2: 11 / 1.5
nand2b: 5 / 0.49
a21oi: 117 / 9.3
nor3b: 4 / 0.47
ha: 36 / 7.0
nor2: 73 / 4.3
clkbuf: 38 / 2.2
o21ai: 55 / 4.3
o31ai: 5 / 0.66
nand4: 9 / 0.88
a211oi: 3 / 0.43
or3: 3 / 0.29
per-layer routing:
| metal | wire, um | global-route usage (%) |
|---|---|---|
| met1 | 8080 | 34.2 |
| met2 | 7940 | 36.0 |
| met3 | 1290 | 6.18 |
| met4 | 245 | 2.77 |
| met5 | 0 | 0 |
path summary, 6_finish.rpt:
kind | from | to | slack [ns] | depth (start not counted)
setup / recovery | Datapath.out_dividend[0] | Datapath.out_dividend[5] | 1.35 | 14
hold / removal | Controller.state[3] | Controller.state[2] | 0.45 | 2
setup reg to reg | Datapath.out_dividend[0] | Datapath.out_dividend[5] | 1.35 | 14
hold reg to reg | Controller.state[3] | Controller.state[2] | 0.45 | 2
No activity file was given, so power comes from the tool's default toggle rates.
